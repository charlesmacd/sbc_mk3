==> design.v <==
module top (
	input wire hcs_n,
	input wire hwr_n,
	input wire hrd_n,
	input wire [1:0] ha,
	inout wire [7:0] hd,
	output wire hwait_n,
	output wire hint_n,
	input wire reset_n,
	input wire clock,
	output wire [15:0] va,
	inout wire [7:0] vd,
	output wire vwe_n,
	output wire voe_n,
	output wire vce_n,
	output wire [5:0] dac_out,
	output wire hsync_n,
	output wire vsync_n,
	output wire debug
);
reg [8:0] hc;
reg [8:0] vc;
wire [15:0] host_pointer;
reg [15:0] scan_pointer;
reg [7:0] dac_latch;
wire hblank;
wire vblank;
wire cblank;
assign hsync_n = (hc >= 9'd240 && hc < 9'd248) ? 0 : 1;
assign vsync_n = (vc >= 9'd260 && vc < 9'd261) ? 0 : 1;
assign hblank  = (hc >= 9'd256);
assign vblank  = (vc >= 9'd224);
assign cblank = hblank | vblank;
assign voe_n = cblank ? 1 : 0;
assign vwe_n = 1'b1;
assign vce_n = 1'b0;
reg [7:0] reg_adl;
reg [7:0] reg_adh;
reg [7:0] reg_ctrl;
reg [7:0] host_data_latch;
assign host_pointer[7:0] = reg_adl;
assign host_pointer[15:8] = reg_adh;
always@(posedge hwr_n, negedge reset_n)
begin
	if(!reset_n)
	begin
		reg_adl <= 0;
		reg_adh <= 0;
		reg_ctrl <= 0;
		host_data_latch <= 0;
	end
	else
	begin
		case(ha[1:0])
		2'b00:
			reg_adl <= hd;
		2'b01:
			reg_adh <= hd;
		2'b10:
			begin
			host_data_latch <= hd;
			{reg_adh,reg_adl} <= {reg_adh,reg_adl} + 1;
			end
		2'b11:
			reg_ctrl <= hd;
		endcase
	end
end
assign vd = cblank ? 8'bzzzzzzzz : host_data_latch;
always@(posedge clock, negedge reset_n)
begin
	if(!reset_n)
	begin
		hc <= 9'd0;
		vc <= 9'd0;
	end
	else  
	begin
		if(hc == 9'd342)
		begin
			hc <= 9'd0;
			if(vc == 9'd262)
			begin
				vc <= 9'd0;
				scan_pointer <= 0;
			end
			begin
				vc <= vc + 9'd1;
				if(vblank == 1)
				begin
					scan_pointer[15:8] <= scan_pointer[15:8] + 8'd1;
				end
			end
		end
		else
		begin
			hc <= hc + 9'd1;
			dac_latch <= vd;
			if(hblank == 0)
			begin
				scan_pointer[7:0] <= scan_pointer[7:0] + 8'd1;
			end
		end
	end
end
assign va = hcs_n ? scan_pointer : host_pointer;
assign dac_out[5:0] = {vc[2:0], hc[2:0]};
endmodule  
==> run.sh <==
#!/bin/bash
# OpenROAD 26Q1-2900-gdf79404cd8, Yosys 0.63+post, stock flow scripts
make -C /OpenROAD-flow-scripts/flow DESIGN_CONFIG=/design/flow/config.mk WORK_HOME=/design/flow/orfs finish
==> config.mk <==
export PLATFORM = sky130hd
export DESIGN_NAME = top
export DESIGN_NICKNAME = top
export VERILOG_FILES = /design/flow/design.v
export SDC_FILE = /design/flow/constraint.sdc
export NUM_CORES = 4
export LEC_CHECK = 1
export CORE_UTILIZATION = 30
==> constraint.sdc <==
current_design top

set clk_period 3.1
set clk_io_pct 0.2

create_clock -name clk0 -period $clk_period [get_ports {clock}]
create_clock -name clk1 -period $clk_period [get_ports {hwr_n}]

set non_clock_inputs [all_inputs -no_clocks]
set_input_delay [expr $clk_period * $clk_io_pct] -clock clk0 $non_clock_inputs
set_output_delay [expr $clk_period * $clk_io_pct] -clock clk0 [all_outputs]
==> flow_summary.json <==
{
  "initCoreUtil": 0.3074,
  "error": "[error] [KeplerFormal.cpp:679] Workflow failed: Iso has multiple drivers: .vd0, vd[0]$_DFFE_PN0P_.Q0",
  "post_cts_buffers": 0,
  "boundaryPins": 53,
  "yosysWarnings": 5,
  "placed_area_um2": 3691,
  "yosys_cells": 327,
  "ys_chip_area_um2": 3318,
  "stop_stage": "clock tree synthesis (4_1_cts)",
  "place_congestion": 0.8540,
  "place_ws_ns": 0.3623,
  "syn_avg_cell_area_um2": 10.15,
  "rows": 38,
  "cts_sinks": 58,
  "die_x_um": 107.2,
  "dpl.hpwl_um": 4900,
  "flop_cell": "dfrtp_1",
  "syn_area_um2": 3318,
  "portBuffers": 29,
  "edf_count": 16,
  "die_y_um": 107.2,
  "hold_buffers": 0,
  "untimed_endpoints": 8,
  "ys_seq_frac": 0.4615,
  "ys_ff": 58,
  "synthDistinctLibCells": 50,
  "synthCells": 327,
  "status": "aborted with a tool error",
  "synthArstFlopShare": 0.7241,
  "cts_resized": 0,
  "place_inst": 482
}
[Yosys cell counts, types with 3 or more instances]
cell | instances | area, um^2
a21oi_1 | 11 | 55.05
and3_1 | 7 | 43.79
buf_2 | 4 | 20.02
buf_4 | 11 | 82.58
clkbuf_1 | 5 | 18.77
dfrtp_1 | 42 | 1051
edfxtp_1 | 16 | 480.5
ha_1 | 11 | 137.6
inv_1 | 11 | 41.29
mux2_2 | 21 | 236.5
mux2i_1 | 4 | 40.04
nand2_1 | 23 | 86.33
nand2b_1 | 3 | 18.77
nand3_1 | 17 | 85.08
nand3_2 | 3 | 30.03
nand4_1 | 6 | 37.54
nor2_1 | 34 | 127.6
nor2b_1 | 4 | 25.02
nor3_1 | 10 | 50.05
nor4_2 | 3 | 37.54
o21ai_0 | 11 | 55.05
o22ai_1 | 8 | 50.05
or3_1 | 8 | 50.05
xnor2_1 | 13 | 113.9
xor2_1 | 11 | 96.34
[logic make-up after synthesis]
kind of cell	Yosys count	synth area share
simple gates	132	0.2180
flops	58	0.4615
compound gates	41	0.07541
buf+inv	34	0.05467
mux	25	0.08333
xor+xnor	24	0.06335
fa+ha+maj	11	0.04148
other cells	2	0.002263
